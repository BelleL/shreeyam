`flow/run.sh`:
```
#!/bin/bash
# OpenROAD 26Q1-2900-gdf79404cd8, Yosys 0.63+post, stock flow scripts
make -C /OpenROAD-flow-scripts/flow DESIGN_CONFIG=/design/flow/config.mk WORK_HOME=/design/flow/orfs finish
```
`flow/config.mk`:
```
export PLATFORM = sky130hd
export DESIGN_NAME = debounce
export DESIGN_NICKNAME = debounce
export VERILOG_FILES = /design/flow/design.v
export SDC_FILE = /design/flow/constraint.sdc
export NUM_CORES = 4
export LEC_CHECK = 1
export CORE_AREA = 10 10 90 90
export DIE_AREA = 0 0 100 100
```
`flow/constraint.sdc`:
```
current_design debounce

set clk_period 4.5
set clk_io_pct 0.2

create_clock -name clk0 -period $clk_period [get_ports {clock}]

set non_clock_inputs [all_inputs -no_clocks]
set_input_delay [expr $clk_period * $clk_io_pct] -clock clk0 $non_clock_inputs
set_output_delay [expr $clk_period * $clk_io_pct] -clock clk0 [all_outputs]
```
`flow/design.v`:
```
module debounce #(parameter DELAY=1000000)    
	        (input reset, clock, noisy,
	         output reg clean);
   reg [19:0] count;
   reg new;
   always @(posedge clock)
     if (reset)
       begin
	  count <= 0;
	  new <= noisy;
	  clean <= noisy;
       end
     else if (noisy != new)
       begin
	  new <= noisy;
	  count <= 0;
       end
     else if (count == DELAY)
       clean <= new;
     else
       count <= count+1;
endmodule
```
==> impl_metrics.env <==
# source this file to load flow results
export IMPL_slew_headroom_pct=48.1
export IMPL_crit_path_end_kind="flop"
export IMPL_final_cell_count_no_fill=202
export IMPL_layout_area_overhead_vs_synth_pct=14.3
export IMPL_critical_path_peak_fanout=21
export IMPL_globalRouteTotalUtil_pct=3.87
export IMPL_routed_via_count=842
export IMPL_met3_wirelength_um=71
export IMPL_chip_area_mm2=0.0100
export IMPL_critical_path_class="in2reg"
export IMPL_synthesis_instances=122
export IMPL_warning_count=26
export IMPL_die_size_y_um=100
export IMPL_ant_nets=0
export IMPL_maxUsedRoutingLayer="met3"
export IMPL_synth_yosys_num_cells=122
export IMPL_numCtsBuffers=3
export IMPL_fin_total_pwr_mw=0.344
export IMPL_place_detailed_instances=198
export IMPL_final_critical_path_setup_slack_ns=2.29
export IMPL_timing_hold_worst_class="reg2reg"
export IMPL_top_cells_by_area="dfxtp_1 37%, xnor2_1 8.8%, edfxtp_1 5.5%"
export IMPL_cts_buffer_depth=2
export IMPL_dp_slack_ns=2.00
export IMPL_post_synthesis_mean_instance_area_um2=8.95
export IMPL_clk_root_buffer_cell="clkbuf_8"
export IMPL_swShare_pct=21.5
export IMPL_cap_viol_max_count=0
export IMPL_met1_length_mm=1.02
export IMPL_post_synthesis_cell_type_count=32
export IMPL_wire_length_of_the_first_global_routing_pass_mm=3.33
export IMPL_post_synth_top_area_cell="dfxtp_1"
export IMPL_ctsResizeCount=0
export IMPL_comb_power_share_pct=5.4
export IMPL_core_rowCount=29
export IMPL_synth_edff_count=2
export IMPL_p_clk_share_pct=35.4
export IMPL_final_core_util_pct=19.9
export IMPL_tritoncts="done"
export IMPL_worst_slew_pin_slew_ns=0.778
export IMPL_postCtsSetupRepairBufs=0
export IMPL_timing_critical_path_from_type="primary input"
export IMPL_floorplan_core_area_mm2=0.00628
export IMPL_fmaxAchievable_mhz=452
export IMPL_antenna_diode_count=0
export IMPL_final_max_slew_violation_count=0
export IMPL_die_width_um=100
export IMPL_grt_setup_unrepaired="false"
export IMPL_yosys_warnings=1
export IMPL_synthTopCellsByCount="20 x dfxtp_1, 13 x nor2_1, 11 x xnor2_1"
export IMPL_p_int_mw=0.270
export IMPL_worst_clock_skew_ns=0.00337
export IMPL_dr_pass1_iters=4
export IMPL_finalWorstPathRequiredPeriod_ns=2.21
export IMPL_synth_seq_share_pct=42.2
export IMPL_met2WireLength_um=821
export IMPL_grt_overflow_total=0
export IMPL_cp_required_ns=4.71
export IMPL_finalInstanceArea_mm2=0.00125
export IMPL_clock_sinks=22
export IMPL_dp_final_hpwl_mm=1.32
export IMPL_async_flop_share_pct=0
export IMPL_yosys_register_bits=22
export IMPL_leakagePower_nw=0.346
export IMPL_worst_ep_arrival_time_ns=2.42
export IMPL_final_setup_viol_count=0
export IMPL_final_setup_tns_ns=0
export IMPL_multi_input_comb_area_um2=587
export IMPL_routed_wirelength_mm=1.91
export IMPL_status="finished, final reports clean"
export IMPL_cts_clk_slew_worst_paths_ns=0.08
export IMPL_hold_ws_ns=0.497
export IMPL_finalWeightedCongestion=0.794
export IMPL_finalCritPeriodShare_pct=49.1
export IMPL_first_global_vias=740
export IMPL_yosysTopAreaCellShare_pct=36.7
export IMPL_grt_max_degree=22
export IMPL_total_switching_power_mw=0.0741
export IMPL_fp_util_pct=17.4
export IMPL_placement_cell_area_mm2=0.00120
export IMPL_detail_route_drc_violations=0
export IMPL_drt_first_iter_violations=35
export IMPL_boundaryPins=4
export IMPL_clock_insertion_delay_worst_skew_ns=0.26
export IMPL_synth_most_common_cell="dfxtp_1"
export IMPL_vias_per_cell=4.17
export IMPL_yosys_stat_chipArea_mm2=0.00109
export IMPL_ir_drop_v=0.000266
export IMPL_port_buffers=3
export IMPL_initial_antenna_violation_count=0
export IMPL_final_layout_size_suffix_gt1_share_pct=9.60
export IMPL_hold_viol_final=0
export IMPL_seq_power_share_pct=59.2
export IMPL_syn_cell_area_mm2=0.00109
export IMPL_number_of_buffers_added_to_fix_hold_violations_after_cts=0
export IMPL_route_detailed_wl_per_inst_um=9.46
export IMPL_power_density_mw_per_mm2=276
export IMPL_final_fill_count=669
export IMPL_ff_type="dfxtp_1"
export IMPL_area_sequential_um2=460
export IMPL_clock_tree_htree_level_count=1
## final timing paths
path	start	endpoint	slack, ns	cells after the start
setup reg to reg	count[0]$_SDFFE_PP0P_	clean$_DFFE_PP_	2.34	5
setup / recovery	noisy	count[16]$_SDFFE_PP0P_	2.29	4
hold reg to reg	count[19]$_SDFFE_PP0P_	count[19]$_SDFFE_PP0P_	0.50	2
hold / removal	count[19]$_SDFFE_PP0P_	count[19]$_SDFFE_PP0P_	0.50	2
## cell type report
class                   count  area share (%)
multi-input cells          88            47.0
flip-flops and latches     22            36.9
well taps                  77            7.72
clock buffers               3            3.31
repair buffers              3            2.40
inverters                   8            2.40
clock inverters             1           0.301
## power by group through the flow
stage / clock [mW] / sequential, mW / combinational [mW]
CTS: 0.127 / 0.204 / 0.0188
global route: 0.139 / 0.204 / 0.0207
finish: 0.122 / 0.204 / 0.0185
## metal layers
| metal | up-vias | GRT usage, % |
|---|---|---|
| met1 | 388 | 5.43 |
| met4 | 0 | 0.217 |
| met3 | 0 | 1.11 |
| li1 | 441 | - |
| met5 | - | 0 |
| met2 | 13 | 6.07 |
## critical path: stages
cell and delay [ns]:
clkdlybuf4s50_1 0.50, xnor2_1 0.16, nand2b_1 0.45, o21ba_2 0.41
## flip-flops by register name, summed over array words and instances (netlist names)
| name | count |
|---|---|
| clean | 1 |
| count | 20 |
| new | 1 |
## cell usage in the layout (no fill, tap or decap), types with 2 or more instances in the layout
cell	count
nand2_1	3
edfxtp_1	2
nor4_1	4
a21oi_1	7
nand3_1	9
nand2b_1	3
nor4b_1	3
and3_1	3
nor2_1	13
xnor2_1	11
or3_4	2
o31ai_1	3
clkbuf_8	3
nor3_1	6
nand4_1	2
xor2_1	2
inv_1	8
clkdlybuf4s50_1	3
or4_1	3
dfxtp_1	20
ha_1	2
## cell families (layout without fill, tap and decap cells)
family / after synthesis / after routing / share of synthesized area (%)
multiplexers: 1 / 1 / 1.03
buffers and inverters: 12 / 15 / 4.12
adder cells (fa/ha/maj): 2 / 2 / 2.29
AND/OR/NAND/NOR: 56 / 56 / 30.2
XOR/XNOR: 13 / 13 / 10.4
AND-OR/OR-AND: 16 / 16 / 9.74
flip-flops: 22 / 22 / 42.2
No activity file was given, so power comes from the tool's default toggle rates.
