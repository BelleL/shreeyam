## flow/design.v

```verilog
`timescale 1ns / 1ps
module display_8hex(
    input clk,                  
    input [31:0] data,          
    output reg [6:0] seg,       
    output reg [7:0] strobe     
    );
    localparam bits = 13;
    reg [bits:0] counter = 0;   
    wire [6:0] segments[15:0];  
    assign segments[0]  = 7'b100_0000;
    assign segments[1]  = 7'b111_1001;
    assign segments[2]  = 7'b010_0100;
    assign segments[3]  = 7'b011_0000;
    assign segments[4]  = 7'b001_1001;
    assign segments[5]  = 7'b001_0010;
    assign segments[6]  = 7'b000_0010;
    assign segments[7]  = 7'b111_1000;
    assign segments[8]  = 7'b000_0000;
    assign segments[9]  = 7'b001_1000;
    assign segments[10] = 7'b000_1000;
    assign segments[11] = 7'b000_0011;
    assign segments[12] = 7'b010_0111;
    assign segments[13] = 7'b010_0001;
    assign segments[14] = 7'b000_0110;
    assign segments[15] = 7'b000_1110;
    always @(posedge clk) begin
      counter <= counter + 1;
      case (counter[bits:bits-2])
          3'b000: begin
                  seg <= segments[data[31:28]];
                  strobe <= 8'b0111_1111 ;
                 end
          3'b001: begin
                  seg <= segments[data[27:24]];
                  strobe <= 8'b1011_1111 ;
                 end
          3'b010: begin
                   seg <= segments[data[23:20]];
                   strobe <= 8'b1101_1111 ;
                  end
          3'b011: begin
                  seg <= segments[data[19:16]];
                  strobe <= 8'b1110_1111;        
                 end
          3'b100: begin
                  seg <= segments[data[15:12]];
                  strobe <= 8'b1111_0111;
                 end
          3'b101: begin
                  seg <= segments[data[11:8]];
                  strobe <= 8'b1111_1011;
                 end
          3'b110: begin
                   seg <= segments[data[7:4]];
                   strobe <= 8'b1111_1101;
                  end
          3'b111: begin
                  seg <= segments[data[3:0]];
                  strobe <= 8'b1111_1110;
                 end
       endcase
      end
endmodule
```

## flow/run.sh

```bash
#!/bin/bash
# OpenROAD 26Q1-2900-gdf79404cd8, Yosys 0.63+post, stock flow scripts
make -C /OpenROAD-flow-scripts/flow DESIGN_CONFIG=/design/flow/config.mk WORK_HOME=/design/flow/orfs finish
```

## flow/config.mk

```make
export PLATFORM = sky130hd
export DESIGN_NAME = display_8hex
export DESIGN_NICKNAME = display_8hex
export VERILOG_FILES = /design/flow/design.v
export SDC_FILE = /design/flow/constraint.sdc
export NUM_CORES = 4
export LEC_CHECK = 1
export CORE_UTILIZATION = 50
```

## flow/constraint.sdc

```tcl
current_design display_8hex

set clk_period 3.2
set clk_io_pct 0.2

create_clock -name clk0 -period $clk_period [get_ports {clk}]

set non_clock_inputs [all_inputs -no_clocks]
set_input_delay [expr $clk_period * $clk_io_pct] -clock clk0 $non_clock_inputs
set_output_delay [expr $clk_period * $clk_io_pct] -clock clk0 [all_outputs]
```

==> results_dict.tcl <==
# implementation run metrics
set metrics [dict create \
    status "completed" \
    drv_cap 0 \
    vias_per_cell 5.83 \
    comb_area_um2 1760 \
    finalHoldViolCount 0 \
    slew_headroom 0.608 \
    holdBufCountCts 0 \
    netlist_instances 369 \
    syn_area_um2 2580 \
    cts_buffer_depth 2 \
    path_clk_slew_ns 0.06 \
    cts_tree "done" \
    pwr-share-comb 0.255 \
    hp-start "counter[0]" \
    ys_async_sr_fraction 0 \
    die_area_um2 5450 \
    power_density_nw_per_um2 328 \
    grt_overflow 0 \
    critPathCaptureType "flip-flop" \
    cts_resized 0 \
    yosysUniqueCellTypes 52 \
    switching_share 0.271 \
    root_buffer "clkbuf_8" \
    seqPwrFrac 0.361 \
    grt.total_usage 0.250 \
    grt_first_pass_wirelength_um 10400 \
    synth.area.top_cells "dfxtp_1 (23%), a21oi_1 (6.0%), o21ai_0 (5.0%)" \
    yosysWarnings 1 \
    die-height_um 73.8 \
    fmax_mhz 395 \
    synth-seq-area-share 0.225 \
    fin_crit_ns 2.53 \
    worstPathArrival_ns 2.69 \
    switchingPower_uw 275 \
    antenna_found_initial 0 \
    initCoreUtil 0.532 \
    required_ns 3.36 \
    setup_viol 0 \
    drt-initial-drc-count 277 \
    synthToLayoutAreaGrowth_pct 20.1 \
    yosys.area.top_type "dfxtp_1" \
    log.warning_count 27 \
    rr_endpoint "seg[1]" \
    grt_max_degree 14 \
    drt-wirelength-per-cell_um 14.0 \
    grt_pass1_vias 2151 \
    min_path_type "flip-flop to flip-flop" \
    fillers 437 \
    utilization 0.639 \
    ys_seq_elements 29 \
    syn-mean-instance-area_um2 6.99 \
    io_pins 48 \
    cts_htree_levels 2 \
    fin_tns_setup_ns 0 \
    regArea_um2 581 \
    worst_setup_path_start_kind "input port" \
    reg2reg_slack_ns 1.12 \
    rsz0062_at_grt "no" \
    ys_cells 369 \
    ys_chip_area_um2 2580 \
    clock_sinks 29 \
    placementRows 25 \
    flop_cell "dfxtp_1" \
    ant_nets 0 \
    cts_made_buffers 5 \
    top_area_frac 0.225 \
    finClkSkew_ns 0.00744 \
    clkPwrFrac 0.385 \
    wl_um 6430 \
    edf_count 0 \
    drcViolationCount 0 \
    die-width_um 73.8 \
    final_max_slew_viol_count 0 \
    drive_gt1_frac 0.0407 \
    rr_worst_depth 4 \
    dpl_cell_area_um2 2980 \
    hold_end "counter[0]" \
    path_class "input port to flip-flop" \
    timing.rr.start "counter[11]" \
    leakage_nw 1.19 \
    post_cts_buffers 0 \
    vias 2681 \
    place_congestion 0.986 \
    finalCritPeriodShare 0.791 \
    cp_max_fo 11 \
    antenna_cells_inserted 0 \
    first_pass_iters 5 \
    synthTopCellsByCount "nor2_1 (34), a21oi_1 (31), dfxtp_1 (29)" \
    core_um2 4850 \
    stdcell_area_um2 3100 \
    port_buffers 47 \
    top_cell "nor2_1" \
    p_int_uw 740 \
    worst_pin_slew_ns 0.582 \
    whs_path_depth 1 \
    peakVddDrop_uv 237 \
    dp_hpwl_um 4940 \
    clock_latency_ns 0.28 \
]
==> cells by family after synthesis <==
| kind of cell | count (synthesis) | synth area share |
|---|---|---|
| adder cells (fa/ha/maj) | 1 | 0.00485 |
| multiplexers | 3 | 0.0126 |
| AND-OR/OR-AND | 122 | 0.312 |
| XOR/XNOR | 13 | 0.0442 |
| flip-flops | 29 | 0.225 |
| buffers and inverters | 54 | 0.0937 |
| AND/OR/NAND/NOR | 147 | 0.307 |
==> cell type report <==
cell class	instances	area share
Timing Repair Buffer	47	0.152
Inverter	23	0.0279
Multi-Input combinational cell	286	0.567
Clock buffer	6	0.0267
Tap cell	67	0.0271
Clock inverter	2	0.0121
Sequential cell	29	0.187
==> registers in the layout, summed over array words and instances, names as in the netlist <==
signal	cells
counter	14
seg	7
strobe	8
==> cell usage in the layout, fill, tap and decap left out, drive strengths merged, types with 15 or more instances in the layout <==
cell	count
a21oi	31
nand3	15
nand2	26
nor2b	17
dfxtp	29
o21ai	30
clkdlybuf4s50	47
nor2	34
inv	23
==> through the flow <==
stage                     hold slack (ns)  total power, mW  setup WS, ns  std cells
after floorplan                     0.379            0.546          1.11        369
after global placement              0.394            0.629         0.441        452
after detailed placement            0.398            0.629         0.380        452
after CTS                           0.414             1.02         0.674        460
after global routing                0.448             1.07         0.560        460
final                               0.410             1.02         0.670        460
==> worst max-delay path, stage by stage <==
cell	delay [ns]
clkdlybuf4s50_1	0.65
and2b_1	0.26
o21ai_2	0.13
a21oi_1	0.10
or4_1	0.52
or4_1	0.39
==> power by group through the flow <==
stage	clock network [mW]	registers, mW	logic, mW
finish	0.391	0.366	0.259
CTS	0.399	0.366	0.256
global route	0.416	0.366	0.286
==> routing by layer <==
metal / vias up / GRT usage / part of all wire
li1: 1384 / - / -
met1: 1173 / 0.391 / 0.47
met2: 111 / 0.368 / 0.43
met3: 13 / 0.0277 / 0.069
met4: 0 / 0.0620 / 0.026
met5: - / 0 / 0
==> worst max-delay path by stage <==
stage | from | to | cells past startpoint
4_1_cts | data[8] | seg[1] | 6
5_1_grt | data[8] | seg[1] | 6
6_report | data[8] | seg[1] | 6
Power figures rest on the tool's default switching activity, not on a simulated workload.
